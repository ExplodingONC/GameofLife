==> design.v <==
module led_display_driver
	#(
		parameter DSIZE = 24,
		parameter ColPoint = 128,
		parameter RowPoint = 64,
		parameter Vcount = 19,
		parameter Hcount = 32,
		parameter light = 0,
		parameter CLK_RATE = 10000000,
		parameter CLK_OUT = 5000000
	)
	(
		input clk_in, en,
		input [DSIZE-1:0]datain1,
		input [DSIZE-1:0]datain2,
		output reg read_en,
		output reg clk_disp,
		output reg oe, le,
		output reg sin1R, sin1G, sin1B,
		output reg sin2R, sin2G, sin2B,
		output reg [6:0]Ycount,
		output reg [4:0]hangcount,
		output wire [4:0]abcde
	);
	wire [7:0]disbuff1R;
	wire [7:0]disbuff1G;
	wire [7:0]disbuff1B;
	wire [7:0]disbuff2R;
	wire [7:0]disbuff2G;
	wire [7:0]disbuff2B;
	reg [4:0]changcount;
	reg [7:0]count;
	assign abcde = hangcount;
	always @( count, clk_in ) begin
		if ( count < ColPoint ) begin
			clk_disp <= ~clk_in;
		end else begin
			clk_disp <= 0;
		end
	end
	always @( posedge clk_in ) begin
		if ( ~en ) begin
			count=0;
			changcount=0;
			hangcount=0;
		end else begin
			if ( count < ColPoint + light ) begin
				count = count + 1;
			end else begin
				count = 0;
				if ( changcount < Vcount ) begin
					changcount = changcount + 1;
				end else begin
					changcount = 0;
					if ( hangcount < Hcount - 1 ) begin
						hangcount=hangcount + 1;
					end else begin
						hangcount = 0;
					end
				end
			end	
		end
	end
	assign disbuff1R = datain1[23:16];
	assign disbuff1G = datain1[15:8];
	assign disbuff1B = datain1[7:0];
	assign disbuff2R = datain2[23:16];
	assign disbuff2G = datain2[15:8];
	assign disbuff2B = datain2[7:0];	
	always @( negedge clk_in ) begin
		if ( count < ColPoint ) begin	
			case ( changcount )
				0,1,2,3,4: sin1R=disbuff1R[changcount];
				5,6: sin1R=disbuff1R[5];
				7,8,9,10: sin1R=disbuff1R[6];				
				11,12,13,14,15,16,17,18: sin1R=disbuff1R[7];
				default: sin1R=0;
			endcase
			case ( changcount )
				0,1,2,3,4: sin1G=disbuff1G[changcount];
				5,6: sin1G=disbuff1G[5];
				7,8,9,10: sin1G=disbuff1G[6];
				11,12,13,14,15,16,17,18: sin1G=disbuff1G[7];
				default: sin1G=0;
			endcase
			case ( changcount )
				0,1,2,3,4: sin1B=disbuff1B[changcount];
				5,6: sin1B=disbuff1B[5];
				7,8,9,10: sin1B=disbuff1B[6];				
				11,12,13,14,15,16,17,18: sin1B=disbuff1B[7];
				default: sin1B=0;
			endcase
			case ( changcount )
				0,1,2,3,4: sin2R=disbuff2R[changcount];
				5,6: sin2R=disbuff2R[5];
				7,8,9,10: sin2R=disbuff2R[6];				
				11,12,13,14,15,16,17,18: sin2R=disbuff2R[7];
				default: sin2R=0;
			endcase
			case ( changcount )
				0,1,2,3,4: sin2G=disbuff2G[changcount];
				5,6: sin2G=disbuff2G[5];
				7,8,9,10: sin2G=disbuff2G[6];
				11,12,13,14,15,16,17,18: sin2G=disbuff2G[7];
				default: sin2G=0;
			endcase
			case ( changcount )
				0,1,2,3,4: sin2B=disbuff2B[changcount];
				5,6: sin2B=disbuff2B[5];
				7,8,9,10: sin2B=disbuff2B[6];				
				11,12,13,14,15,16,17,18: sin2B=disbuff2B[7];
				default: sin2B=0;
			endcase
		end
	end
	always @( count, changcount, clk_in ) begin
		if ( count < ColPoint ) begin
			read_en = 1;
			Ycount = count;
		end else begin
			read_en = 0;
		end
		if ( count == ColPoint ) begin
			le = 1;
		end else begin
			le = 0;
		end
		case ( changcount )
			0: if(count<=15) oe=0; else oe=1;
			1,2,3,4: if(count<=30) oe=0; else oe=1;
			5,6,7,8,9,10,11,12: if(count<=60) oe=0; else oe=1;
			13,14,15,16,17,18: if(count<=120) oe=0; else oe=1;
			default: oe=1;
		endcase
	end
endmodule
==> run.sh <==
#!/bin/bash
# OpenROAD 26Q1-2900-gdf79404cd8, Yosys 0.63+post, stock flow scripts
make -C /OpenROAD-flow-scripts/flow DESIGN_CONFIG=/design/flow/config.mk WORK_HOME=/design/flow/orfs finish
==> config.mk <==
export PLATFORM = sky130hd
export DESIGN_NAME = led_display_driver
export DESIGN_NICKNAME = led_display_driver
export VERILOG_FILES = /design/flow/design.v
export SDC_FILE = /design/flow/constraint.sdc
export NUM_CORES = 4
export LEC_CHECK = 1
export CORE_AREA = 10 10 105 105
export DIE_AREA = 0 0 115 115
==> constraint.sdc <==
current_design led_display_driver

set clk_period 2.8
set clk_io_pct 0.2

create_clock -name clk0 -period $clk_period [get_ports {clk_in}]

set non_clock_inputs [all_inputs -no_clocks]
set_input_delay [expr $clk_period * $clk_io_pct] -clock clk0 $non_clock_inputs
set_output_delay [expr $clk_period * $clk_io_pct] -clock clk0 [all_outputs]
==> impl_metrics.py <==
# Generated from Yosys and OpenROAD reports
metrics = {
    "synth": {
        "synth_stat.cells": 187,
        "synth.distinct_cells": 50,
        "ys_sh_simple": 0.167,
        "largest_area_cell": "dfxtp_1",
        "ys_chip_area_um2": 1930,
        "ys_top_logic_family": "multiplexers",
        "syn_avg_cell_area_um2": 10.3,
        "synth_flop_count": 31,
        "yosysWarnings": 1,
        "xor_share": 0.0454,
        "synth-main-ff-cell": "dfxtp_1",
        "mux_share": 0.186,
        "synthCells": 187,
        "syn-cell-area_um2": 1930,
        "edf_count": 6,
        "top_area_frac": 0.187,
        "adder_share": 0.0454,
        "yosys.area_share.aoi": 0.147,
        "synthTopCellsByArea": "dfxtp_1 19%, edfxtp_1 9.3%, mux4_2 8.2%, mux4_1 6.8%, dlxtn_1 5.5%",
        "async_flop_share": 0,
    },
    "clock_tree": {
        "path_clk_slew_ps": 90,
        "cts_tree": "yes",
        "insertion_delay_ps": 450,
    },
    "critical_path": {
        "r2r_slack_ps": -220,
        "critPathTopFamily": "simple AND/OR/NAND/NOR gates",
        "crit_chain": "inv_2 -> ha_4 -> buf_6 -> nor4_4 -> nor3_4 -> o21ai_1 -> o211ai_1",
        "crit_path_max_incr_delay_ps": 370,
        "rr_worst_depth": 7,
        "reg2reg_from": "changcount[0]",
        "path_class": "flop to flop",
        "cp.required_ps": 1590,
        "r2r-end": "sin1G",
        "arrival_ps": 1810,
        "crit_fanout": 6,
        "crit_slowest_cell": "dfxtp_4",
        "crit_path_start_kind": "flop",
        "cp_num_buf_inv": 2,
        "end_kind": "flop",
    },
    "worst_hold_path": {
        "min_path_cells": 1,
        "hold_end": "count[0]",
        "hold_class": "flop to flop",
        "min_from": "count[0]",
    },
    "drt": {
        "first_pass_iters": 4,
        "route.detailed.drc": 0,
        "wl_per_cell_um": 15.1,
        "postRouteAntennaNets": 0,
        "num_vias": 1877,
        "vias_per_cell": 4.59,
        "diodes": 0,
        "totalWireLength_um": 6180,
        "drtIter0Drc": 86,
    },
    "placement": {
        "gp_congestion": 0.800,
        "portBuffers": 76,
        "dpl.hpwl_um": 4880,
        "dpl.cell_count": 391,
        "post_dp_cell_area_um2": 3050,
    },
    "timing": {
        "final-max-slew-violation-count": 0,
        "unconstrained_endpoints": 14,
        "rsz0062_at_grt": "yes",
        "whs_ps": 530,
        "layout_setup_ws_ps": -225,
        "hold_violations": 0,
        "unclocked_regs": 7,
        "slew-limit-headroom": 0.634,
        "fin_skew_ps": 80.0,
        "tightest_slew_ps": 546,
        "setup_viol": 13,
    },
    "floorplan": {
        "rows": 34,
        "die_w_um": 115,
        "core_um2": 8760,
        "fp_util": 0.220,
        "die_h_um": 115,
        "io_pins": 77,
        "chipArea_um2": 13200,
    },
    "layout": {
        "syn_to_final_growth_pct": 72.2,
        "fin_area_um2": 3320,
        "fin_cells": 409,
        "final_layout_size_suffix_gt1_frac": 0.292,
    },
    "flow_run": {
        "cap_violations": 0,
        "tool_warnings": 34,
    },
    "pwr": {
        "power_uw": 899,
        "powerDensity_nw_per_um2": 271,
        "p_leak_uw": 0.00122,
        "ir_worst_vdd_v": 0.000143,
    },
    "global_route": {
        "grt_antenna_before_repair": 0,
        "overflow": 0,
        "grt_pass1_vias": 1868,
        "grt_pass1_wl_um": 9720,
        "grt_use_total": 0.0915,
        "grt_max_degree": 15,
    },
    "status": {
        "status": "complete, but fails checks",
        "violations": "negative setup slack",
    },
}
stage by stage:
step / utilization / setup TNS [ps] / setup slack, ps
6_report: 0.379 / -1870 / -225
5_1_grt: 0.379 / -2650 / -286
4_1_cts: 0.373 / -1990 / -211
3_5_place_dp: 0.348 / -3500 / -618
3_3_place_gp: 0.348 / -3390 / -574
2_1_floorplan: - / -2220 / -371
what timing repair did:
action | in CTS | in global routing
buffers inserted | 5 | 3
hold buffers | 0 | 0
gates resized | 49 | 5
hold endpoints to repair | 0 | 0
cloned | 0 | 1
endpoints found under the setup margin | 15 | 14
pin swaps | 6 | 2
cells by family (layout without fill, tap and decap cells):
kind of cell             Yosys count  after routing
latches                            7              7
AND/OR/NAND/NOR                   57             57
adder cells (fa/ha/maj)            7              7
multiplexers                      19             19
XOR/XNOR                          10             10
AND-OR/OR-AND                     40             40
flip-flops                        24             24
buffers and inverters             23            137
per-layer routing:
layer  GRT usage  vias up  wire [um]
met5           0        -          0
met4      0.0124        0         64
met3      0.0253        4        392
met2       0.157       38       3250
met1       0.116      888       2480
li1            -      947          -
placed cells by master (no fill, tap or decap), types with 6 or more instances in the layout:
| cell type | n |
|---|---|
| buf_2 | 6 |
| buf_4 | 34 |
| clkbuf_8 | 6 |
| clkdlybuf4s50_1 | 70 |
| dfxtp_1 | 16 |
| dlxtn_1 | 7 |
| edfxtp_1 | 6 |
| inv_1 | 10 |
| mux2i_1 | 7 |
| mux4_2 | 9 |
| nand2_1 | 8 |
| nor2_1 | 16 |
| o211ai_1 | 8 |
| o21ai_1 | 6 |
worst max-delay path by stage:
stage     cells after the start  endpoint     startpoint  slack, ps
5_1_grt                       7     sin2B  changcount[0]       -290
4_1_cts                       5     sin2G  changcount[0]       -210
6_report                      7     sin1G  changcount[0]       -220
flip-flops by register name, summed over array words and instances (netlist names):
| name | cells |
|---|---|
| changcount | 5 |
| sin1B | 1 |
| Ycount | 7 |
| sin2B | 1 |
| sin2R | 1 |
| sin2G | 1 |
| sin1R | 1 |
| sin1G | 1 |
| count | 8 |
| hangcount | 5 |
report_power, final:
part / total, uW / internal (uW) / switching (uW)
logic: 120 / 91.9 / 28.4
registers: 371 / 362 / 8.35
clock network: 408 / 234 / 175
synthesized netlist by cell type (2+ instances only):
cell      number
mux4_1         5
nand2_1        8
buf_4          7
o31ai_1        2
xnor2_1        5
a41oi_1        2
nor2_1        17
or4_1          2
or3_1          3
buf_2          4
nor4_1         2
edfxtp_1       6
mux4_2         7
a22oi_1        6
nand3_1        5
ha_1           7
nor4b_1        2
inv_1          8
a21oi_1        4
dlxtn_1        7
o21ai_0        8
clkbuf_1       2
o211ai_1       8
mux2i_1        7
xor2_1         5
dfxtp_1       18
nand4_1        4
nor3_1         2
and3_1         3
layout make-up:
| class | instances | area, um2 |
|---|---|---|
| fill | 836 | 5440 |
| multi-input combinational | 133 | 1280 |
| timing repair buffer | 116 | 1090 |
| sequential | 31 | 653 |
| tap | 108 | 135 |
| clock buffer | 7 | 92.6 |
| inverter | 7 | 32.5 |
| clock inverter | 7 | 26.3 |
Power and IR drop assume default switching activity.

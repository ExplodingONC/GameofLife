[design/flow/config.mk]
export PLATFORM = sky130hd
export DESIGN_NAME = seven_segment_led_driver
export DESIGN_NICKNAME = seven_segment_led_driver
export VERILOG_FILES = /design/flow/design.v
export SDC_FILE = /design/flow/constraint.sdc
export NUM_CORES = 4
export LEC_CHECK = 1
export CORE_UTILIZATION = 30
[design/flow/constraint.sdc]
current_design seven_segment_led_driver

set clk_period 5.8
set clk_io_pct 0.2

create_clock -name clk0 -period $clk_period [get_ports {clk_in}]

set non_clock_inputs [all_inputs -no_clocks]
set_input_delay [expr $clk_period * $clk_io_pct] -clock clk0 $non_clock_inputs
set_output_delay [expr $clk_period * $clk_io_pct] -clock clk0 [all_outputs]
[design/flow/design.v]
module seven_segment_led_driver
	(
		input wire clk_in,
		input wire rst_n,
		input wire zero_fill,
		input wire [19:0]digit,
		output wire [7:0]seven_segment_s_port,
		output wire [3:0]seven_segment_d_port
	);
	parameter [255:0]character_table = {
		8'b00001110,	 
		8'b00000110,	 
		8'b00100001,	 
		8'b01000110,	 
		8'b00000011,	 
		8'b00001000,	 
		8'b00010000,	 
		8'b00000000,	 
		8'b01111000,	 
		8'b00000010,	 
		8'b00010010,	 
		8'b00011001,	 
		8'b00110000,	 
		8'b00100100,	 
		8'b01111001,	 
		8'b01000000,	 
		8'b10001110,	 
		8'b10000110,	 
		8'b10100001,	 
		8'b11000110,	 
		8'b10000011,	 
		8'b10001000,	 
		8'b10010000,	 
		8'b10000000,	 
		8'b11111000,	 
		8'b10000010,	 
		8'b10010010,	 
		8'b10011001,	 
		8'b10110000,	 
		8'b10100100,	 
		8'b11111001,	 
		8'b11000000		 
	};
	parameter total_segments = 8;
	parameter total_digits = 4;
	reg [1:0]current_digit = 0;
	reg display_zero = 0;
	reg [7:0]segment_display;
	reg [3:0]digit_display;
	assign seven_segment_s_port = segment_display;
	assign seven_segment_d_port = digit_display;
	parameter digit_refresh_time = 16'd6000;
	reg [15:0]digit_refresh_counter;
	always @(posedge clk_in) begin
		if ( rst_n == 0 ) begin
			segment_display <= 8'b00000000;
			digit_display <= 4'b0000;
			current_digit <= 2'b00;
			display_zero = 1'b0;
		end
		else begin
			if ( digit_refresh_counter >= digit_refresh_time - 1 ) begin
				digit_refresh_counter <= 16'b0;
				current_digit <= current_digit - 1'b1;
				if ( zero_fill == 1 ) begin
					segment_display <= character_table[ 8 * digit[ 5 * current_digit +: 5 ] +: 8 ];
					digit_display <= ~( 4'b0001 << current_digit );
				end else begin
					if ( current_digit == 2'd0 || digit[ 5 * current_digit +: 5 ] != 5'b0 ) begin
						display_zero = 1'b1;
					end else if ( current_digit == 2'd3 ) begin
						display_zero = 1'b0;
					end
					if ( display_zero ) begin
						segment_display <= character_table[ 8 * digit[ 5 * current_digit +: 5 ] +: 8 ];
					end else begin
						segment_display <= 8'b11111111;
					end
					digit_display <= ~( 4'b0001 << current_digit );
				end
			end
			else begin
				digit_refresh_counter <= digit_refresh_counter + 1'b1;		
			end
		end
	end
endmodule
[design/flow/run.sh]
#!/bin/bash
# OpenROAD 26Q1-2900-gdf79404cd8, Yosys 0.63+post, stock flow scripts
make -C /OpenROAD-flow-scripts/flow DESIGN_CONFIG=/design/flow/config.mk WORK_HOME=/design/flow/orfs finish
==> impl_metrics.ini <==
; implementation run metrics
[run_status]
status = finished clean

[worst_setup_path]
cpPeakStageDelay_ps = 580
startpoint_type = input pin
cp_max_fo = 5
slowest_stage = mux4_1
critical_path_class = in2reg
crit_top_cell = inv_1
crit_chain = clkdlybuf4s50_1 > mux4_1 > inv_1 > ha_1 > inv_1 > mux4_2 > nor2_1 > a21oi_1
worstPathRequired_ps = 5960
cp.arrival_ps = 3120
end_kind = register

[place]
gp_congestion = 0.836
place_inst = 269
dp_hpwl_um = 2180
place_area_um2 = 2140
port_buffers = 34
pre_cts_slack_ps = 2550

[sta]
setup_viol = 0
post-route-period-util = 0.511
tns_ps = 0
finalHoldViolCount = 0
slew_viol_final = 0
rsz0062_at_grt = false
fin_ws_ps = 2840
fmax_mhz = 337
finClkSkew_ps = 6.34
whs_ps = 477
period_minus_slack_ps = 2960

[die]
fp-row-count = 27
die_h_um = 77.9
fp_util = 0.312
num_io_pins = 35
die_w_um = 77.9
core-area_um2 = 5540
chip_area_um2 = 6080

[power]
p_comb_frac = 0.237
internal_power_uw = 459
p_seq_frac = 0.438
switchingPower_uw = 163
power.share.switching = 0.261
p_leak_nw = 0.865
clockPowerShare = 0.325
powerDensity_nw_per_um2 = 276
ir_drop_uv = 113
p_total_uw = 622

[clocking]
worstSkewPairLatency_ps = 280
cts_hold_buf = 0
cts_root_buffer = clkbuf_8
h-tree-depth = 2
cts_tree = done
clock_path_buffers = 2
cts_resized = 0
numCtsBuffers = 5
post-cts-setup-buffers = 0
cts.sinks = 31
path_clk_slew_ps = 70

[cells_and_area]
n_fill_cell = 544
fin_cells = 277
design_area_um2 = 2260
synthToLayoutAreaGrowth_pct = 30.4
drive_above_1_share = 0.0780
postLayoutCoreUtil = 0.407

[hold_path]
hp-class = reg2reg

[global_routing]
grt_pass1_vias = 1194
track_usage = 0.111
grt_remaining_overflow = 0
grt_max_degree = 43
grt_pass1_wl_um = 5310
antenna_found_initial = 0

[drt]
wl_um = 3100
firstDrtPassIters = 4
antennaDiodeCount = 0
ant_nets = 0
routed_via_density = 4.64
via_count = 1284
drc = 0
drt-wirelength-per-cell_um = 11.2
drt-initial-drc-count = 70

[yosys]
ys_seq_share = 0.451
ys_chip_area_um2 = 1730
ys_cells = 167
yosys_warnings = 1
ys_ff = 31
synth_area_per_cell_um2 = 10.4
syn_area_um2 = 1730
synth_cells = 167
ys_types = 33

[run]
drv_cap = 0
tool_warnings = 34
[cells by family after synthesis]
logic type,synth area share
buf+inv,0.0484
other cells,0.00217
fa+ha+maj,0.0868
mux,0.0846
flops,0.451
xor+xnor,0.0557
simple gates,0.140
compound gates,0.132
[worst paths after layout]
path | to | cells after the start | slack [ps] | from
worst max-delay path | segment_display[3] | 8 | 2840 | digit[6]
worst max register to register | segment_display[3] | 7 | 3380 | current_digit[0]
worst min register to register | display_zero | 2 | 480 | display_zero
worst min-delay path | display_zero | 2 | 480 | display_zero
[critical path: cells and delay by family]
| family | cells | cell delay [ps] |
|---|---|---|
| AND-OR/OR-AND | 1 | 60 |
| adder cells (fa/ha/maj) | 1 | 190 |
| buffers and inverters | 3 | 600 |
| multiplexers | 2 | 1010 |
| AND/OR/NAND/NOR | 1 | 90 |
[final cells by class]
type,instances,area (µm²),area share
Multi-Input combinational cell,119,877,0.389
Sequential cell,31,781,0.346
Timing Repair Buffer,36,355,0.157
Clock buffer,7,108,0.0477
Tap cell,72,90.1,0.0399
Inverter,11,41.3,0.0183
Clock inverter,1,5.00,0.00222
[routing by layer]
metal / vias to the layer above / routed length [µm] / global-route usage / share of wire
li1: 670 / - / - / -
met1: 569 / 1530 / 0.163 / 0.49
met2: 41 / 1340 / 0.169 / 0.43
met3: 4 / 206 / 0.0335 / 0.067
met4: 0 / 28 / 0.0167 / 0.0090
met5: - / 0 / 0 / 0
[power by group through the flow]
stage | Combinational, mW | Sequential (mW) | Clock, mW
6_report | 0.147 | 0.273 | 0.202
5_1_grt | 0.165 | 0.277 | 0.217
4_1_cts | 0.148 | 0.273 | 0.207
[Yosys cell counts (all sizes together)]
cell    count  area (µm²)
a211oi      7        52.6
a21o        1        7.51
a21oi       7        35.0
a221oi      3        26.3
a22oi       1        7.51
a311o       1        10.0
a31oi       4        31.3
and3        3        18.8
and4bb      1        12.5
buf         3        23.8
clkbuf      5        18.8
conb        1        3.75
dfxtp      15         300
edfxtp     16         480
ha         12         150
inv        11        41.3
mux4        6         146
nand2       8        30.0
nand2b      3        18.8
nand3       6        30.0
nand4       1        6.26
nor2       26         105
nor3        4        20.0
o211ai      1        7.51
o21ai      10        50.0
xnor2       6        52.6
xor2        5        43.8
[cells in the final DEF (no fill, tap or decap), drive strengths merged]
cell type      synthesis  final
xor2                   5      5
clkdlybuf4s50          0     34
a211oi                 7      7
buf                    3      2
a21oi                  7      7
mux4                   6      6
o211ai                 1      1
o21ai                 10     10
nand2b                 3      3
nor3                   4      4
clkinv                 0      1
a31oi                  4      4
nor2                  26     26
a221oi                 3      3
nand2                  8      8
a311o                  1      1
and4bb                 1      1
dfxtp                 15     15
ha                    12     12
edfxtp                16     16
xnor2                  6      6
inv                   11     11
conb                   1      3
and3                   3      3
clkbuf                 5      7
nand4                  1      1
a22oi                  1      1
a21o                   1      1
nand3                  6      6
[state kept, by name, summed over array words and instances (netlist names)]
register               flops
current_digit              2
digit_refresh_counter     16
display_zero               1
digit_display              4
segment_display            8

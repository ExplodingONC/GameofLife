==> design/flow/design.v <==
module memory_control
	(
		input wire clk_in,
		input wire [23:0]data_in,
		input wire en_in,
		input wire [6:0]Ycount,
		input wire [4:0]hangcount,
		output reg [12:0]read_addr,
		output reg [23:0]data1,
		output reg [23:0]data2
	);
	reg [1:0]count = 0;
	always @( posedge clk_in ) begin
		if ( en_in ) begin
			if ( count < 1 ) begin
				count <= count+1;
			end else  begin
				count <= 0;
			end
		end else begin
			count <= 0;
		end
	end
	always @( count, en_in, hangcount, Ycount ) begin
		if ( en_in ) begin
			case ( count )  
				2'd0: read_addr <= hangcount * 128 + Ycount;
				2'd1: read_addr <= 4096 + hangcount * 128 + Ycount;
				default: read_addr <= 0;
			endcase
		end else begin
			read_addr <= 0;
		end
	end
	always @( negedge clk_in ) begin
		if ( en_in ) begin
			case ( count )
				2'd0: data1 <= data_in;
				2'd1: data2 <= data_in;
				default: data1 <= 0;
			endcase
		end else begin
			data1 <= 24'h00;
			data2 <= 24'h00;
		end
	end
endmodule
==> design/flow/run.sh <==
#!/bin/bash
# OpenROAD 26Q1-2900-gdf79404cd8, Yosys 0.63+post, stock flow scripts
make -C /OpenROAD-flow-scripts/flow DESIGN_CONFIG=/design/flow/config.mk WORK_HOME=/design/flow/orfs finish
==> design/flow/config.mk <==
export PLATFORM = sky130hd
export DESIGN_NAME = memory_control
export DESIGN_NICKNAME = memory_control
export VERILOG_FILES = /design/flow/design.v
export SDC_FILE = /design/flow/constraint.sdc
export NUM_CORES = 4
export LEC_CHECK = 1
export CORE_UTILIZATION = 30
==> design/flow/constraint.sdc <==
current_design memory_control

set clk_period 2.6
set clk_io_pct 0.2

create_clock -name clk0 -period $clk_period [get_ports {clk_in}]

set non_clock_inputs [all_inputs -no_clocks]
set_input_delay [expr $clk_period * $clk_io_pct] -clock clk0 $non_clock_inputs
set_output_delay [expr $clk_period * $clk_io_pct] -clock clk0 [all_outputs]
==> metrics.csv <==
stage;metric;value;unit
outcome;status;complete, but fails checks;
outcome;failing checks;setup timing;
floorplan;FP Rows;28;
sta;Pins Over Slew Limit;0;
drt;Initial DRT Pass Iterations;4;
worst_setup_path;CP Max Fanout;2;
clock_network;Clock Latency Late Sink;0.37;ns
final_layout;Syn-to-layout area delta;65.02;%
floorplan;io pins;99;
global_routing;vias in the first global route;1770;
floorplan;Chip Height;82.17;µm
drt;DR vias;1795;
synth;yosys cell count;164;
global_routing;total congestion overflow;0;
sta;RSZ-0062 raised after global routing;yes;
synth;Synth cell types;15;
synth;Syn Inst Count;164;
final_layout;Gate Area;868.3;µm²
flow_run;max cap viols;0;
synth;Synth warnings;1;
drt;DRT iter0 DRCs;80;
drt;Routed WL;5273;µm
worst_setup_path;CP Depth;1;
sta;Hold Vio Cnt, Final;0;
power;total power;2751;µW
worst_setup_path;Critical Path Max Stage Delay;0.31;ns
drt;DR WL/cell;13.49;µm
worst_setup_path;worst path arrival time;2.09;ns
synth;Synth area leader;dfxtp_1;
sta;Layout Skew;0.06886;ns
worst_setup_path;WP data required;2.08;ns
drt;# DRC;0;
worst_setup_path;register-to-register setup slack;0.05;ns
drt;Vias/cell;4.591;
sta;slew margin rel.;78.67;%
synth;Max-area cell share;51.91;%
floorplan;Starting Density;31.81;%
final_layout;post-layout util;52.50;%
worst_setup_path;Setup crit end kind;output pin;
floorplan;Die Width;82.17;µm
synth;synth top area cells;dfxtp_1 (52%), a32o_1 (12%), mux2i_1 (12%);
sta;final setup fails;5;
power;Leak;0.001559;µW
synth;Yosys Chip Area;1928;µm²
clock_network;CTS tree;yes;
power;Max VDD drop;0.3774;mV
synth;Synth Cell Area;1928;µm²
sta;setup slack after layout;-0.005071;ns
sta;Setup TNS;-0.01403;ns
synth;Synth flops;50;
global_routing;initial antenna violation count;0;
synth;Mean Syn Cell Area;11.76;µm²
clock_network;H-tree lvl count;2;
final_layout;ratio of cells with drive above 1 in the final layout;40.19;%
flow_run;stage-log warning count;78;
floorplan;Core ar.;6061;µm²
drt;final antenna-violating net count;0;
worst_setup_path;critical path class;register to output pin;
synth;Post-synth seq share;51.91;%
placement;IO buf count;98;
worst_setup_path;cell family with most CP delay;flip-flops;
sta;Worst-Margin Slew;0.3193;ns
worst_setup_path;Worst setup SP type;register;
global_routing;GRT Total Usage;16.05;%
drt;antenna cells;0;
final_layout;FILL cells;551;
worst_setup_path;CP Buf/Inv Count;1;
placement;Detail Placement HPWL;3460;µm
worst_setup_path;R2R depth;5;
power;Pwr per Cell Area;864.7;nW/µm²
final_layout;Top Layout Cells;dfxtp_2 (50), inv_1 (49), clkdlybuf4s50_1 (49), buf_2 (47), nor2b_1 (25);
clock_network;Root Buffer;clkbuf_8;
clock_network;CTS Sinks;50;
final_layout;Commonest Layout Cell;dfxtp_2;
final_layout;Seq. cell area;1064;µm²
floorplan;die area;6752;µm²
global_routing;largest net degree at the start of global routing;27;
clock_network;CTS Buf Count;5;
global_routing;first-pass GRT wire length;8148;µm
hold_path;Hold Path Stages;1;
worst_setup_path;critical path's slowest cell;dfxtp_2;
worst_setup_path;CP Cell Sequence;buf_2;
clock_network;CTS clock-pin slew for the worst setup and hold paths;0.04;ns
hold_path;worst hold-check path type;register to register;
placement;GPL Wtd Cong;0.7592;
clock_network;clock buffer depth;2;
-- Yosys cell counts, drive strengths merged --
cell type and instances:
and2 2, o22a 1, mux2i 24, ha 4
buf 11, inv 3, nor2b 26, clkbuf 5
and3 14, dfxtp 50, a32o 24
-- final timing paths --
path | startpoint | end
min | data1[18] | data1[18]
max | data2[23] | data2[23]
max reg2reg | count[1] | data1[2]
min reg2reg | data1[18] | data1[18]
-- cell type report --
class / instances / area share (%)
sequential: 50 / 33.43
timing repair buffer: 111 / 27.41
multi-input combinational: 97 / 27.29
clock inverter: 50 / 6.095
tap: 75 / 2.949
clock buffer: 6 / 2.595
inverter: 2 / 0.2359
-- logic make-up (layout without fill, tap and decap cells) --
group / count (synthesis) / in the layout / synth area share (%)
buf+inv: 19 / 169 / 5.970
mux: 24 / 24 / 12.46
flops: 50 / 50 / 51.91
fa+ha+maj: 4 / 4 / 2.596
simple gates: 42 / 44 / 14.15
compound gates: 25 / 25 / 12.91
-- per-layer routing --
metal | vias to the layer above | global-route usage (%) | wire length (µm)
li1 | 893 | - | -
met1 | 822 | 22.18 | 2410
met2 | 65 | 22.64 | 2375
met3 | 15 | 5.351 | 341
met4 | 0 | 8.070 | 146
met5 | - | 0 | 0
-- registers in the layout, summed over array words and instances (netlist names) --
| signal | flops |
|---|---|
| count | 2 |
| data1 | 24 |
| data2 | 24 |
-- repair_timing --
action,4_1_cts,5_1_grt
setup endpoints to repair,84,60
buffers inserted,2,2
hold buffers,0,0
gates cloned,2,0
gates resized,201,3
pin swaps,0,1
-- stage by stage --
stage | instances | hold WS (ns) | cell area [µm²] | setup WS, ns
4_1_cts | 389 | 0.4499 | 3147 | -0.01937
6_report | 391 | 0.4466 | 3182 | -0.005071
2_1_floorplan | 164 | 0.4192 | 1944 | 0.0001452
3_3_place_gp | 330 | 0.4483 | 3007 | -0.5165
5_1_grt | 391 | 0.4564 | 3182 | -0.05341
3_5_place_dp | 330 | 0.4536 | 3007 | -0.5595
-- power by group --
part	internal (µW)	leakage (µW)	switching (µW)
sequential	960	0.000430	74.4
combinational	576	0.000822	393
clock	312	0.000307	436
total	1850	0.00156	903
-- worst reg2reg max path: stages (launching register included) --
cell     delay [ns]
dfxtp_2        0.33
inv_2          0.06
ha_4           0.20
buf_4          0.15
nor2b_4        0.29
a32o_1         0.21
Power and IR drop assume default switching activity.
